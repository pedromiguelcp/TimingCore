<file path="flow/config.mk">
export PLATFORM = sky130hd
export DESIGN_NAME = fixed_mul
export DESIGN_NICKNAME = fixed_mul
export VERILOG_FILES = /design/flow/design.v
export SDC_FILE = /design/flow/constraint.sdc
export NUM_CORES = 4
export LEC_CHECK = 1
export CORE_UTILIZATION = 30
</file>
<file path="flow/constraint.sdc">
current_design fixed_mul

set clk_period 1.5
set clk_io_pct 0.2

create_clock -name clk0 -period $clk_period [get_ports {clk_i}]

set non_clock_inputs [all_inputs -no_clocks]
set_input_delay [expr $clk_period * $clk_io_pct] -clock clk0 $non_clock_inputs
set_output_delay [expr $clk_period * $clk_io_pct] -clock clk0 [all_outputs]
</file>
<file path="flow/design.v">
`timescale 1ns / 1ps
module fixed_mul #(
    parameter Q = 16,
    parameter N = 32
)(
    input           clk_i,
    input           nrst_i,
    input           valid_i,
    input   [N-1:0]	opA_i,
    input   [N-1:0]	opB_i,
    output          ready_o,
    output  [N-1:0]	result_o
);
reg [2*N-1:0]	result_r;
reg             ready_r;
assign result_o     = {(opA_i[N-1] ^ opB_i[N-1]), result_r[N-2+Q : Q]};
assign ready_o      = ready_r;
always @(posedge clk_i or negedge nrst_i) begin
    if(~nrst_i) begin
        result_r    <= 0;
        ready_r     <= 1'b0;
    end
    else begin
        if(valid_i)begin
            result_r    <= opA_i[N-2:0] * opB_i[N-2:0];
            ready_r     <= 1'b1;
        end
        else begin
            ready_r     <= 1'b0;
        end
    end
end
endmodule
</file>
<file path="flow/run.sh">
#!/bin/bash
# OpenROAD 26Q1-2900-gdf79404cd8, Yosys 0.63+post, stock flow scripts
make -C /OpenROAD-flow-scripts/flow DESIGN_CONFIG=/design/flow/config.mk WORK_HOME=/design/flow/orfs finish
</file>
==> Changelog: implementation <==
### Physical design

- Slack of the critical path: -5.639 ns
- Core Area: 88780 µm²
- Slew margin rel.: 69.22%
- Yosys warning total: 1
- Synth Instances: 2907
- Clock tree from TritonCTS: built
- Critical Path End Type: register
- YS chip area: 26970 µm²
- Setup TNS Final: -161.21 ns
- Tool warnings: 28
- Max Freq: 140.1 MHz
- Max cap viols: 0
- TritonCTS Buffers: 5
- Die height: 301.9 µm
- Worst R2R End: result_r[20]
- Final Instance Count excl. Fillers: 4437
- Seq share, synth: 2.969%
- RSZ-0062 raised after global routing: yes
- Tcrit/Tclk final: 475.9%
- Initial DRC Count: 573
- Crit path DAT: 7.34 ns
- GR Overflow Total: 0
- Io pins: 100
- Cell Area, Synth: 26970 µm²
- Slowest Stage Delay on Critical Path: 0.57 ns
- CP max FO: 3
- Final ANT Viol Nets: 0
- Root buffer cell: clkbuf_16
- Clk ins delay skew pair: 0.33 ns
- # Cells Yosys: 2907
- Clock transition at the registers of the reported paths: 0.07 ns
- Via count: 19700
- Share of post-route cells with drive strength above 1: 24.38%
- Antenna violations before repair: 1
- Largest net degree at the start of global routing: 33
- Commonest Layout Cell: inv_1
- Kind of critical path: in2reg
- Hpwl dp: 62840 µm
- Clock Sinks: 32
- Flops after synth: 32
- GP Congestion: 0.9069
- Top Layout Cells: inv_1 (663), fa_1 (649), nand2_1 (408)
- Failing checks: setup timing
- Synth cell types: 40
- CP max stage cell: fa_2
- Crit path launch: opB_i[18]
- Vias per std cell: 4.439
- Final tally of hold violations: 0
- Worst R2R Start: result_r[20]
- Die W: 301.9 µm
- # placed instances: 4306
- Fp util: 30.38%
- Count of buffers from port buffering: 99
- Fill cell count: 8426
- Minimum clock period: 7.139 ns
- Detailed Route WL: 79050 µm
- R2R depth: 2
- DRC viols: 0
- CP Launch Type: input port
- DR pass1 iterations: 11
- Fin. max-slew vios: 0
- Max clock buf depth: 2
- H-tree levels: 2
- FP Rows: 109
- Multi-input logic area: 24260 µm²
- Wire per inst: 17.82 µm
- # setup viols final: 31
- Status: finished, violations left
- Worst Tran Pin Value: 0.4583 ns
- Die ar.: 91120 µm²
- Number of global-route vias before repair: 21830
- Largest area contributor in the netlist: fa_1
- Storage element area: 800.8 µm²
- R2R Setup Slk: 0.61 ns
- Synthesis-to-finish area growth: 29.76%
- Skew final: 0 ns
- CP most frequent cell: buf_6
- Global Route Usage Sum: 19.05%
- Top cell area share: 54.47%
- First-pass GRT wire length: 124500 µm
- Required time of the critical path: 1.71 ns
- Average size of a mapped cell: 9.279 µm²
- Cell area leaders: fa_1 (54%), and2_1 (11%), inv_1 (9.8%)
- HP Class: in2async
==> cells in the mapped netlist <==
master and n:
nand3_1 10, xor2_1 15, a31oi_1 3, a211oi_2 2, or3_1 2, a21o_1 10
o31a_1 1, o311ai_2 1, nor4_2 1, clkbuf_1 164, o21bai_1 6, fa_1 734
ha_1 169, a21boi_0 2, o21a_1 5, o211ai_1 2, inv_1 701, a211oi_1 4
nand3_2 1, nand4_1 4, o31ai_1 6, clkinv_1 1, mux2_2 23, nor4_1 2
o21ai_0 19, o211ai_2 1, o21ai_1 3, a211o_1 2, o2111ai_1 2, nor3_1 6
dfrtp_1 32, nand2_1 418, and2_1 453, nor2_1 17, a21oi_1 33, xnor2_1 45
a41oi_2 1, nand2b_1 2, and4_1 1, and3_1 3
==> per-stage QoR <==
step                instance area (µm²)  utilization [%]  hold slack [ns]  setup WS, ns
floorplan                         27600                -         0.004409        -5.357
global placement                  31900            35.93           0.2944        -6.391
detailed placement                31900            35.93           0.2947        -6.366
CTS                               34120            38.43         0.009362        -5.655
global route                      35000            39.42          0.02994        -5.816
finish                            35000            39.43         0.003702        -5.639
==> registers in the layout, summed over array words and instances, names as in the netlist <==
| name | flops |
|---|---|
| result_r | 31 |
| ready_r | 1 |
==> logic make-up after synthesis <==
kind of cell               Yosys count  synth area share (%)
and+or+nand+nor                    920                 17.27
AOI/OAI and AO/OA                  103                 2.486
xor gates and xnor gates            60                 1.948
DFF                                 32                 2.969
muxes                               23                0.9602
adders and majority gates          903                 62.31
buffers and inverters              866                 12.05
==> worst max path at each step <==
stage | endpoint | slack [ns]
finish | result_r[36] | -5.64
global route | result_r[36] | -5.82
CTS | result_r[36] | -5.66
==> worst max-delay path: cells and delay by family <==
kind / cells / cell delay, ns
compound gates: 3 / 0.79
xor+xnor: 1 / 0.14
fa+ha+maj: 9 / 4.48
buf+inv: 7 / 0.68
mux: 1 / 0.26
simple gates: 5 / 0.69
==> layout make-up <==
| cell class | instances | area share (%) |
|---|---|---|
| clock inverters | 2 | 0.02860 |
| flip-flops and latches | 32 | 2.288 |
| repair buffers | 518 | 16.25 |
| multi-input cells | 2009 | 69.32 |
| diodes | 3 | 0.02145 |
| well taps | 1165 | 4.164 |
| inverters | 702 | 7.528 |
| clock buffers | 6 | 0.3968 |
==> routing by layer <==
metal / global-route usage [%] / vias up / routed length [µm] / share of wire, %
met4: 3.054 / 4 / 1920 / 2.4
met2: 28.03 / 672 / 35380 / 45
met1: 25.04 / 9950 / 30750 / 39
met3: 11.42 / 76 / 10820 / 14
met5: 1.139 / - / 186 / 0.24
li1: - / 8995 / - / -
==> timing repair <==
item | in CTS | in global routing
pin swaps | 195 | 163
gates cloned | 17 | 7
hold buffers | 1 | 0
endpoints found under the setup margin | 46 | 40
endpoints found under the hold margin | 32 | 0
gates resized | 458 | 234
setup buffers | 78 | 34
